[flow/design.v]
module ext_mem
       #(parameter integer P_DATA_WIDTH = 16,
         parameter integer P_ADDRESS_WIDTH = 3)
       (input I_CLK,
        input I_NRESET,
        input [P_DATA_WIDTH - 1 : 0] I_EXT_MEM_DATA,
        input [P_ADDRESS_WIDTH - 1 : 0] I_EXT_MEM_ADDRESS,
        input I_EXT_MEM_WRITE_ENABLE,
        output reg [P_DATA_WIDTH - 1 : 0] O_EXT_MEM_DATA,
        inout O_SCL,
        inout O_SDA);
localparam [P_ADDRESS_WIDTH - 1 : 0]
           P_R_ADDRESS_SCL           = 'h0,
           P_R_ADDRESS_SDA           = 'h1,
           P_R_ADDRESS_MICROSECOND_0 = 'h2,  
           P_R_ADDRESS_MICROSECOND_1 = 'h3,
           P_R_ADDRESS_MICROSECOND_2 = 'h4;
localparam [P_ADDRESS_WIDTH - 1 : 0]
           P_W_ADDRESS_SCL = 'h0,
           P_W_ADDRESS_SDA = 'h1;
localparam integer P_COUNTER_DIVISION_FOR_MICROSECONDS = 50;
localparam integer P_COUNTER_WIDTH                     = 48;
wire [P_COUNTER_WIDTH - 1 : 0] clock_divided_count;
reg scl_t = 1'b1;
reg sda_t = 1'b1;
clock_divided_counter
    #(.P_CLK_CYCLES_PER_DIVISION(P_COUNTER_DIVISION_FOR_MICROSECONDS),
      .P_WIDTH(P_COUNTER_WIDTH))
    microsecond_counter
    (.I_CLK(I_CLK),
     .I_NRESET(I_NRESET),
     .O_COUNT(clock_divided_count));
i2c_bus i_i2c_bus
        (.I_SCL_T(scl_t),
         .I_SDA_T(sda_t),
         .O_SCL(O_SCL),
         .O_SDA(O_SDA));
always @(posedge I_CLK) begin
    if (!I_NRESET) begin
        scl_t <= 1'b1;
        sda_t <= 1'b1;
    end
    else begin
        if (I_EXT_MEM_WRITE_ENABLE) begin
            case (I_EXT_MEM_ADDRESS)
                P_W_ADDRESS_SCL:
                    scl_t <= I_EXT_MEM_DATA[0];
                P_W_ADDRESS_SDA:
                    sda_t <= I_EXT_MEM_DATA[0];
            endcase
        end
        else begin
            case (I_EXT_MEM_ADDRESS)
                P_R_ADDRESS_SCL:              
                    O_EXT_MEM_DATA <= O_SCL;  
                P_R_ADDRESS_SDA:              
                    O_EXT_MEM_DATA <= O_SDA;  
                P_R_ADDRESS_MICROSECOND_0:
                    O_EXT_MEM_DATA <= clock_divided_count[15:0];  
                P_R_ADDRESS_MICROSECOND_1:
                    O_EXT_MEM_DATA <= clock_divided_count[31:16];
                P_R_ADDRESS_MICROSECOND_2:
                    O_EXT_MEM_DATA <= clock_divided_count[47:32];
                default:
                    O_EXT_MEM_DATA <= {P_DATA_WIDTH{1'b0}};
            endcase
        end
    end
end
endmodule
module clock_divided_counter
       #(parameter integer P_CLK_CYCLES_PER_DIVISION = 50,
         parameter integer P_WIDTH = 32)
       (input I_CLK,
        input I_NRESET,
        output reg [P_WIDTH - 1 : 0] O_COUNT = {P_WIDTH{1'b0}});
localparam integer P_CLK_DIVIDER_COUNT_WIDTH = $clog2(P_CLK_CYCLES_PER_DIVISION);
reg [P_CLK_DIVIDER_COUNT_WIDTH - 1 : 0] clk_divider_count = {P_CLK_DIVIDER_COUNT_WIDTH{1'b0}};
always @(posedge I_CLK or negedge I_NRESET) begin
    if (!I_NRESET) begin
        clk_divider_count <= {P_CLK_DIVIDER_COUNT_WIDTH{1'b0}};
        O_COUNT           <= {P_WIDTH{1'b0}};
    end
    else begin
        if (clk_divider_count == P_CLK_CYCLES_PER_DIVISION - 1) begin
            clk_divider_count <= {P_CLK_DIVIDER_COUNT_WIDTH{1'b0}};
            O_COUNT           <= O_COUNT + 1'b1;
        end
        else
            clk_divider_count <= clk_divider_count + 1'b1;
    end
end
endmodule
module i2c_bus
       (input I_SCL_T,
        input I_SDA_T,
        inout O_SCL,
        inout O_SDA);
assign O_SCL = I_SCL_T ? 1'bZ : 1'b0;
assign O_SDA = I_SDA_T ? 1'bZ : 1'b0;
endmodule
[flow/run.sh]
#!/bin/bash
# OpenROAD 26Q1-2900-gdf79404cd8, Yosys 0.63+post, stock flow scripts
make -C /OpenROAD-flow-scripts/flow DESIGN_CONFIG=/design/flow/config.mk WORK_HOME=/design/flow/orfs finish
[flow/config.mk]
export PLATFORM = sky130hd
export DESIGN_NAME = ext_mem
export DESIGN_NICKNAME = ext_mem
export VERILOG_FILES = /design/flow/design.v
export SDC_FILE = /design/flow/constraint.sdc
export NUM_CORES = 4
export LEC_CHECK = 1
export CORE_UTILIZATION = 40
[flow/constraint.sdc]
current_design ext_mem

set clk_period 6.8
set clk_io_pct 0.2

create_clock -name clk0 -period $clk_period [get_ports {I_CLK}]

set non_clock_inputs [all_inputs -no_clocks]
set_input_delay [expr $clk_period * $clk_io_pct] -clock clk0 $non_clock_inputs
set_output_delay [expr $clk_period * $clk_io_pct] -clock clk0 [all_outputs]
==> qor.csv <==
metric,value,unit
finalCritPeriodShare,0.382,
crit_family,buffers and inverters,
relSlewSlack,0.505,
critPathKind,in2reg,
ys_sh_mux,0.0508,
cts_buffer_depth,2,
yosys.area_share.aoi,0.0267,
finalSetupTns,0,ns
ant_nets,0,
period_needed,2.60,ns
powerDensity,193,nW/um2
grt_pass1_vias,2196,
placed_area,3710,um2
hold_viol,0,
critPathArrivalTime,2.64,ns
crit_path_cell_trace,"clkdlybuf4s50_1, buf_4, nor3b_1, buf_4, nand2_1, o21ai_0",
finClkSkew,0.00605,ns
total_power,750,uW
cts_num_sinks,70,
crit_cells,6,
cts_hold_buf,0,
yosysCellCount,303,
clk-insertion-delay-late,0.34,ns
ir_drop,145,uV
cts.repair_timing.setup_buffer_count,0,
fmax,385,MHz
h-tree-depth,3,
cp.buffers_inverters,3,
topCombFamilyByArea,simple AND/OR/NAND/NOR gates,
drive_above_1_share,0.0973,
fa_ha_area_frac,0.0111,
holdWs,0.468,ns
ys.warnings.count,4,
gr-total-overflow,0,
endpoint,O_EXT_MEM_DATA[0],
ctsResizeCount,0,
warnings,42,
rows,33,
grt_pass1_wl,11.5,mm
lay_top_cells,"dfrtp_1, nand2_1, xnor2_1",
hold_class,reg2reg,
reg2regPathDepth,6,
ys.flops,70,
syn-instance-count,303,
cts_root_buf,clkbuf_8,
tritoncts,done,
met3_usage,0.0486,
critPathMaxStageDelay,0.46,ns
drv_cap,0,
die_w,93.9,um
cp-startpoint,I_EXT_MEM_ADDRESS[0],
core_area,8180,um2
path_common_cell,buf_4,
grt_use_total,0.179,
finalCoreUtilization,0.474,
grt_busiest_layer,met1,
drt_wl_total,6.82,mm
critPathSlowestCell,clkdlybuf4s50_1,
dpl.hpwl,4.78,mm
gp_congestion,0.854,
worst_slew_pin_slew,0.735,ns
rsz0062_at_grt,no,
area_growth,14.9,%
drc,0,
simple_gate_share,0.222,
cp_max_fo,17,
end_kind,flip-flop,
finalMaxSlewViolations,0,
floorplan.core_util,0.413,
leakagePower,0.00162,uW
syn_area,3370,um2
clk_pin_slew_worst_paths,0.07,ns
ios,40,
vias,2330,
antenna_found_initial,0,
vias_per_cell,5.25,
drt_pass1_iterations,21,
status,"finished, final reports clean",
routedWlPerCell,15.4,um
ys_area,3370,um2
finalSetupViolCount,0,
r2r-end,microsecond_counter.O_COUNT[36],
grt_start_max_net_pins,56,
cp-start-kind,primary input,
stdcell_area,3880,um2
ys_sh_xor,0.130,
reg2reg_setup_slack,4.65,ns
grtUsageMet1,0.304,
reg2reg_from,microsecond_counter.O_COUNT[0],
required,6.85,ns
synth_cell_type_count,35,
synth_area_per_cell,11.1,um2
initialDrtViolationCount,169,
layout_top_cell,dfrtp_1,
grt_use_met2,0.248,
die_h,93.9,um
chipArea,8810,um2
numCtsBuffers,9,
io_buffer_count,21,
antenna_cells,0,
synth_seq_share,0.543,
[cells by family after synthesis]
group,Yosys count
other,1
buffers and inverters,10
AND-OR/OR-AND,18
XOR/XNOR,50
flip-flops,70
adder cells (fa/ha/maj),3
multiplexers,17
AND/OR/NAND/NOR,134
[registers in the layout (all words and copies together), names as in the netlist]
register,cells
O_EXT_MEM_DATA,16
microsecond_counter.O_COUNT,48
microsecond_counter.clk_divider_count,6
[through the flow]
stage / setup WS (ns) / instances
after floorplan: 4.20 / 304
after global placement: 3.84 / 428
after global routing: 4.12 / 444
after CTS: 4.21 / 444
final: 4.20 / 444
after detailed placement: 3.85 / 428
[worst min-delay path by stage]
stage                                           start                         endpoint  slack, ns  cells past startpoint
final                 microsecond_counter.O_COUNT[47]  microsecond_counter.O_COUNT[47]       0.47                      1
after CTS             microsecond_counter.O_COUNT[47]  microsecond_counter.O_COUNT[47]       0.47                      1
after global routing  microsecond_counter.O_COUNT[47]  microsecond_counter.O_COUNT[47]       0.49                      1
[cell type report]
class | count | area (um2)
inverters | 3 | 11.3
multi-input cells | 224 | 1500
clock buffers | 10 | 128
clock inverters | 6 | 38.8
repair buffers | 26 | 243
flip-flops and latches | 70 | 1830
fillers | 732 | 4300
well taps | 105 | 131
[where the power goes]
part,switching [uW],internal (uW)
registers,1.22,434
clock network,156,131
logic,14.1,13.4
[cells in the mapped netlist]
cell	number	area, um2
nand4_1	14	87.6
and2_1	4	25.0
dfrtp_1	54	1350
nor3_1	6	30.0
nand3_1	21	105
nor2_1	20	75.1
nand3_4	1	17.5
inv_1	3	11.3
nor2_2	1	6.26
nor4_2	2	25.0
nand3b_1	1	7.51
clkbuf_1	2	7.51
and4bb_4	1	16.3
mux2_2	1	11.3
or3b_4	1	11.3
nor4_4	1	21.3
conb_1	1	3.75
or2_2	2	12.5
buf_4	3	22.5
buf_2	2	10.0
nor4_1	2	12.5
nor3b_1	1	7.51
o21ai_0	18	90.1
xnor2_1	31	272
and4_1	9	78.8
and3_1	5	31.3
nand2_1	37	139
nand4_2	1	12.5
nand3_2	1	10.0
xor2_1	19	166
ha_1	3	37.5
nand2b_1	2	12.5
edfxtp_1	16	480
nor2b_1	1	6.26
mux2i_1	16	160
[routing by layer]
metal / wire length [um] / share of wire
met2: 2980 / 0.44
met1: 3350 / 0.49
met4: 63 / 0.0092
met5: 0 / 0
met3: 433 / 0.063
Power figures rest on the tool's default switching activity, not on a simulated workload.
